===== design/flow/design.v =====
`timescale 1ns/1ns
module reg6 (input [5:0] in, input clk, init, ld, shift, cin,output reg [5:0] w, output reg co);
  always @(posedge clk) begin
    if (init)
      w <= 6'b000000;
    else if (ld)
      w <= in;
    else if (shift) 
      {w, co} <= {cin, w};
  end
endmodule

===== design/flow/run.sh =====
#!/bin/bash
# OpenROAD 26Q1-2900-gdf79404cd8, Yosys 0.63+post, stock flow scripts
make -C /OpenROAD-flow-scripts/flow DESIGN_CONFIG=/design/flow/config.mk WORK_HOME=/design/flow/orfs finish

===== design/flow/config.mk =====
export PLATFORM = sky130hd
export DESIGN_NAME = reg6
export DESIGN_NICKNAME = reg6
export VERILOG_FILES = /design/flow/design.v
export SDC_FILE = /design/flow/constraint.sdc
export NUM_CORES = 4
export LEC_CHECK = 1
export CORE_AREA = 10 10 70 70
export DIE_AREA = 0 0 80 80

===== design/flow/constraint.sdc =====
current_design reg6

set clk_period 1.7
set clk_io_pct 0.2

create_clock -name clk0 -period $clk_period [get_ports {clk}]

set non_clock_inputs [all_inputs -no_clocks]
set_input_delay [expr $clk_period * $clk_io_pct] -clock clk0 $non_clock_inputs
set_output_delay [expr $clk_period * $clk_io_pct] -clock clk0 [all_outputs]

==> reports/metrics.csv <==
metric,value,unit
slew_violations,0,
cts-htree-levels,1,
fp-row-count,21,
die_h,80,µm
path_buffers,1,
grt_antenna_before_repair,0,
clockBufferDepth,2,
die_area,0.006400,mm²
crit_fanout,3,
cts.sinks,7,
vdd_ir_drop_max,0.0001292,V
syn_inst,28,
drtAntennaViolNets,0,
critical_path_class,reg2out,
min_path_type,reg2reg,
core,0.003416,mm²
stdcell_count,96,
numPortBuffers,17,
cts_root_buffer,clkbuf_4,
ios,18,
cts-buffers-inserted,3,
worstSetupEndpointType,output port,
cap_violations,0,
setup_viol,0,
ys.flops,7,
whs,460.4,ps
cts_tree,built,
place_hpwl,850.7,µm
drtPass1Iterations,2,
worstPathCellList,clkdlybuf4s50_1,
wl,1018,µm
fin_crit_sh,85.65,%
slowest_delay,500,ps
tightest_slew,251.3,ps
fin_crit,1456,ps
syn-mean-instance-area,11.26,µm²
design_area,573.1,µm²
grt_max_degree,9,
clk_pin_slew_worst_paths,50,ps
grt_pass1_vias,321,
finClkSkew,5.972,ps
cts.repair.resized,0,
hold_buffers,0,
grt_pass1_wl,1600,µm
maxSlewHeadroom,83.20,%
synth-warning-count,1,
synthesis.area,315.3,µm²
p_total,417.5,µW
power.leakage,0.0002089,µW
drc_errors,0,
via_count,293,
r2r_slack,930,ps
power_density,728.5,mW/mm²
fillers,383,
critPathTopFamily,buffers and inverters,
n_antenna_cell,0,
post_cts.repair.setup_buffers,0,
grt_usage,3.252,%
via_per_inst,3.052,
topCellsByArea,"dfxtp_1, mux2i_1, a211oi_1, nor2b_1, edfxtp_1",
gp_congestion,0.7160,
drtIter0Drc,10,
ys_seq_share,47.62,%
die_x,80,µm
area_growth,81.75,%
critPathSlowestCell,clkdlybuf4s50_1,
drive_gt1_share,10.00,%
placed_cell_area,546.8,µm²
final.setup.tns,0,ps
wl_per_cell,10.60,µm
rsz0062_at_grt,false,
crit_arrival,1120,ps
fp_util,9.231,%
status,"complete, no violations",
ys_cells,28,
synth_area_leader_cell,dfxtp_1,
fmax,686.8,MHz
synth_chip_area,315.3,µm²
start_kind,flip-flop,
yosys.area.top_type_share,38.10,%
dp.cells,92,
clkLatencyLatePin,250,ps
log.warning_count,25,
gr-total-overflow,0,
finalHoldViolations,0,
worst_ep_required_time,1360,ps
synth_cell_types,8,
[per-stage QoR]
step | utilization [%] | worst slack, ps
after global routing | 16.78 | 195.8
after global placement | 16.01 | 231.6
after detailed placement | 16.01 | 201.8
after CTS | 16.78 | 221.7
after floorplan | - | 751.6
final | 16.78 | 243.9
[cell families after synthesis]
kind of cell | count (synthesis) | share of synthesized area, %
buf+inv | 2 | 4.761
mux | 6 | 19.05
compound gates | 6 | 14.28
simple gates | 7 | 14.29
flops | 7 | 47.62
[synth_stat cells]
master    number
nor2b_1        6
mux2i_1        6
a211oi_1       6
buf_6          1
nor3b_1        1
edfxtp_1       1
inv_1          1
dfxtp_1        6
[placed cells by master (no fill, tap or decap)]
| master | Yosys | layout |
|---|---|---|
| a211oi_1 | 6 | 6 |
| clkbuf_1 | 0 | 1 |
| nor2b_1 | 6 | 6 |
| dfxtp_1 | 6 | 6 |
| clkdlybuf4s50_1 | 0 | 17 |
| nor3b_1 | 1 | 1 |
| inv_1 | 1 | 1 |
| edfxtp_1 | 1 | 1 |
| clkbuf_4 | 0 | 3 |
| buf_4 | 0 | 2 |
| mux2i_1 | 6 | 6 |
[power breakdown]
group | internal (µW) | total (µW) | switching, µW | leakage [µW]
logic | 55.7 | 78.5 | 22.8 | 0.000135
clock network | 89.6 | 150 | 60.9 | 0.0000150
registers | 180 | 188 | 8.60 | 0.0000592
total | 325 | 417 | 92.3 | 0.000209
[flip-flops by register name, summed over array words and instances, names as in the netlist]
signal / count
co: 1
w: 6
[path summary, 6_finish.rpt]
kind | from | endpoint | depth (start not counted)
max | w[1] | w[1] | 1
min | w[0] | co | 0
max reg2reg | w[5] | w[4] | 2
min reg2reg | w[0] | co | 0
[layer usage]
layer	track usage [%]	share of wire (%)
met1	2.817	35
met4	0.8803	2.7
met5	0	0
met3	1.364	4.8
met2	6.501	58
[area by class of cell]
type                    instances  area [µm²]  area share, %
well taps                      46       57.56          10.04
inverters                       1       3.754         0.6550
repair buffers                 19       185.2          32.31
multi-input cells              19       150.1          26.20
flip-flops and latches          7       150.1          26.20
clock buffers                   4       26.28          4.585
Power and IR drop assume default switching activity.
