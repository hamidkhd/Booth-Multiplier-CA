$ cat design/flow/run.sh
#!/bin/bash
# OpenROAD 26Q1-2900-gdf79404cd8, Yosys 0.63+post, stock flow scripts
make -C /OpenROAD-flow-scripts/flow DESIGN_CONFIG=/design/flow/config.mk WORK_HOME=/design/flow/orfs finish
$ cat design/flow/config.mk
export PLATFORM = sky130hd
export DESIGN_NAME = controller
export DESIGN_NICKNAME = controller
export VERILOG_FILES = /design/flow/design.v
export SDC_FILE = /design/flow/constraint.sdc
export NUM_CORES = 4
export LEC_CHECK = 1
export CORE_AREA = 10 10 73 73
export DIE_AREA = 0 0 83 83
$ cat design/flow/constraint.sdc
current_design controller

set clk_period 1.2
set clk_io_pct 0.2

create_clock -name clk0 -period $clk_period [get_ports {clk}]

set non_clock_inputs [all_inputs -no_clocks]
set_input_delay [expr $clk_period * $clk_io_pct] -clock clk0 $non_clock_inputs
set_output_delay [expr $clk_period * $clk_io_pct] -clock clk0 [all_outputs]
$ cat design/flow/design.v
`timescale 1ns/1ns
module controller(input Start, clk, X1, X0, rst ,output reg ld_X, ld_Y, ld_A, ld_ff, init_A, init_ff, add, sub, Done, shift_x, shift_a);
  logic [3:0] ps, ns;
  reg [2:0] counter;
  reg c_up, init_cnt;
  Counter cnt(c_up, clk, init_cnt, counter);
  parameter [3:0]A = 4'b0000;
  parameter [3:0]B = 4'b0001;
  parameter [3:0]C = 4'b0010;
  parameter [3:0]E = 4'b0100;
  parameter [3:0]F = 4'b0101;
  parameter [3:0]G = 4'b0110;
  parameter [3:0]H = 4'b0111;
  parameter [3:0]I = 4'b1000;
  parameter [3:0]J = 4'b1001;
  parameter [3:0]K = 4'b1010;
  always @(Start, X1, X0, ps) begin
    case (ps)
      A : if (Start) ns = B;
      B : ns = C;
      C : ns = ({X1, X0} == 2'b01) ? E : ({X1, X0} == 2'b10) ? F : I;
      E : ns = H; 
      F : ns = H;
      G : ns = (counter >= 3'b110) ? A : ({X1, X0} == 2'b01) ? E : ({X1, X0} == 2'b10) ? F : I;
      H : ns = I;
      I : ns = J;
      J : ns = K;
      K : ns = G;
      default : ns = A;
    endcase
  end
  always @(ps) begin
    {ld_X, ld_Y, ld_A, ld_ff, init_A, init_ff, add, sub, Done, shift_x, shift_a, c_up, init_cnt} = 13'b0;
    case (ps)
      A : {Done, init_cnt} = 2'b11;
      B : {ld_X, init_A, init_ff} = 3'b111;
      C : ld_Y = 1;
      E : add = 1'b1;
      F : sub = 1'b1;
      H : ld_A = 1'b1;
      I : shift_a = 1'b1;
      J : shift_x = 1'b1;
      K : {ld_ff, c_up} = 2'b11;
    endcase
  end
  always @(posedge clk) begin
    if (rst)
      ps = 0;
    else
      ps <= ns;
  end
endmodule
`timescale 1ns/1ns
module Counter(input c_up, clk, init, output [2:0] count);
  reg [2:0] num;
  always @(posedge clk) begin
    if (init)
      num <= 3'b000;
    else if (c_up)
      num <= num + 1;
  end
  assign count = num;
endmodule
==> ds_physical_params.txt <==
Implementation parameters

Parameter                              Value

Run status
  Result of the run    finished clean

Route
  Routed Antenna Nets    0
  WL final    1.46 mm
  Residual DRC    0
  Via total after detailed routing    554
  First-pass DRT Iterations    4
  Number of antenna repair diodes    0
  Detailed-route vias per instance    3.90
  First DRT Iteration DRCs    37
  Routed wire length per instance    10.2 microns

Worst setup path
  Number of cells on the worst reg-to-reg path    3
  Worst setup path end    cnt.num[1]
  Worst reg2reg path endpoint    cnt.num[1]
  Reg2Reg Launch Point    cnt.num[0]
  R2r setup slk    0.10 ns
  Largest fanout of any net on the critical path    3
  Crit start category    flip-flop
  CP endpoint kind    flip-flop
  Classification of the worst setup path    flip-flop to flip-flop
  Worst EP arrival    1.25 ns
  Required time at the worst-slack endpoint    1.35 ns
  Start point of the critical path    cnt.num[0]

Floorplan
  Area of the core    3740 sq um
  IO Count    16
  Die Y-Extent    83 microns
  Standard-cell rows    22
  Area of the die    6890 sq um
  Pre-Place Util    19.1%
  Horizontal die dimension    83 microns

Clock network
  CTS tree    yes
  Number of buffers created by CTS    3
  Clk ins delay skew pair    0.25 ns
  Worst-case clock buffer depth    2
  Clock-pin transition on the worst setup and hold timing paths    0.06 ns
  Root cell of the clock tree    sky130_fd_sc_hd__clkbuf_8
  # H-tree levels    1

Global routing
  Vias in the first global route    585
  First-pass GRT wire length    2.57 mm
  Overflow after GRT    0
  Overall track demand over capacity in global routing    4.31%
  Pin count of the biggest net entering global routing    10
  Number of antenna violations at the first check in global routing    0

Yosys
  Most common cell in the synthesized netlist    sky130_fd_sc_hd__dfxtp_1
  Flip-flop cell with the highest count after synthesis    sky130_fd_sc_hd__dfxtp_1
  Share of the synthesized area in the top cell type    44.8%
  Yosys cell types    24
  Synthesized area    716 sq um
  YS warnings    2
  Top cells by area    sky130_fd_sc_hd__dfxtp_1 (45%), sky130_fd_sc_hd__dlxtn_1 (8.4%), sky130_fd_sc_hd__ha_1 (5.2%)
  Post-synthesis cell type with the largest combined area    sky130_fd_sc_hd__dfxtp_1
  Average cell area after synthesis    10.1 sq um
  Flops & latches, synth    20
  Number of standard cells after synthesis    71
  Top post-synthesis cells by count    sky130_fd_sc_hd__dfxtp_1 (16), sky130_fd_sc_hd__inv_1 (8), sky130_fd_sc_hd__nor2_1 (5), sky130_fd_sc_hd__nor4_1 (5)
  Number of flops mapped to enable cells by yosys    0
  Synth async-reset ratio    0%
  Chip area in the Yosys report    716 sq um
  Post-synthesis cell count from yosys    71

Timing
  Number of hold-slack violations in the final timing report    0
  Worst slew margin    60.8%
  Share of the clock period used by the worst path after layout    91.4%
  Final slew viol count    0
  Minimum period implied by the final worst setup slack    1.10 ns
  Final setup viols    0
  RSZ-0062 raised after global routing    no
  Worst clock skew on the final layout    0.00188 ns
  Maximum clock frequency    912 MHz
  Endpoints left unconstrained    4
  Number of register pins that no clock reaches    4
  Measured slew at the worst slew-check pin    0.579 ns

Layout
  Core utilization of the finished layout    26.8%
  Non-filler instance count after layout    142
  Number of fillers in the final layout    403
  Area grow syn2layout    40.0%
  Combinational cell area excluding buffers and inverters    290 sq um
  Layout cell share with drive strength beyond 1    18.1%
  Sequential cell area    385 sq um

Placed design
  Gpl congestion    0.781
  IO Port Bufs    15
  Placed wire-length estimate after detailed placement    1.18 mm
  Number of placed instances with taps included    137

Job
  Number of maximum-capacitance constraint violations    0
  Tool warning count    26

Min path
  Class of the most critical hold timing path    flip-flop to flip-flop
  Hold_sp    cnt.init

Power
  IR drop worst, VDD    0.340 mV
  Cell area power density    1090 nW/um^2
  Leakage power    0.448 nW
-- worst min path at each step --
stage | to | slack (ns) | depth (start not counted)
4_1_cts | cnt.num[0] | 0.52 | 2
5_1_grt | cnt.num[0] | 0.54 | 2
6_report | cnt.num[0] | 0.52 | 2
-- per-layer routing --
layer / vias to the layer above / GRT usage, % / routed length, microns
met2: 17 / 6.42 / 609
met5: - / 0 / 0
met1: 242 / 5.63 / 711
li1: 290 / - / -
met4: 0 / 0.615 / 15
met3: 5 / 2.07 / 119
-- logic make-up (layout without fill, tap and decap cells) --
| logic type | after synthesis | in the layout | synth area share (%) |
|---|---|---|---|
| adder cells (fa/ha/maj) | 3 | 3 | 5.25 |
| XOR/XNOR | 2 | 2 | 2.45 |
| AND-OR/OR-AND | 10 | 10 | 9.44 |
| flip-flops | 16 | 16 | 44.8 |
| latches | 4 | 4 | 8.39 |
| buffers and inverters | 10 | 33 | 6.29 |
| AND/OR/NAND/NOR | 26 | 26 | 23.4 |
-- layout make-up --
type                            instances  area share [%]
Inverter                                8            3.00
Multi-Input combinational cell         41            29.0
Clock buffer                            4            5.49
Tap cell                               48            5.99
Timing Repair Buffer                   21            18.1
Sequential cell                        20            38.5
-- through the flow --
step	setup WS, ns	total power, mW	hold WS [ns]	cell area, sq um	TNS [ns]
after floorplan	0.258	0.601	0.311	716	0
after global placement	-0.141	0.643	0.453	948	-0.683
after detailed placement	-0.166	0.645	0.454	948	-0.828
after CTS	0.0905	1.11	0.519	1000	0
after global routing	0.0157	1.16	0.540	1000	0
final	0.103	1.10	0.515	1000	0
-- worst max-delay path, cell delays in order, from the launching register on --
cell	delay, ns
sky130_fd_sc_hd__dfxtp_1	0.38
sky130_fd_sc_hd__inv_1	0.06
sky130_fd_sc_hd__ha_1	0.30
sky130_fd_sc_hd__a211oi_1	0.27
-- layout by cell type, fill, tap and decap left out, types with 2 or more instances in the layout --
cell,Yosys,routed
sky130_fd_sc_hd__nor2_1,5,5
sky130_fd_sc_hd__dfxtp_1,16,12
sky130_fd_sc_hd__clkbuf_8,0,4
sky130_fd_sc_hd__o21ai_0,2,2
sky130_fd_sc_hd__inv_1,8,8
sky130_fd_sc_hd__nand2b_4,2,2
sky130_fd_sc_hd__nand2_1,2,2
sky130_fd_sc_hd__dlxtn_1,4,4
sky130_fd_sc_hd__nand2b_1,4,4
sky130_fd_sc_hd__dfxtp_2,0,4
sky130_fd_sc_hd__clkdlybuf4s50_1,0,4
sky130_fd_sc_hd__buf_4,2,6
sky130_fd_sc_hd__nor3_1,3,3
sky130_fd_sc_hd__nor2b_1,3,3
sky130_fd_sc_hd__dlygate4sd2_1,0,11
sky130_fd_sc_hd__ha_1,3,3
sky130_fd_sc_hd__nor4_1,5,5
sky130_fd_sc_hd__a31oi_1,2,2
-- repair_timing --
item                                    4_1_cts  5_1_grt
endpoints found under the setup margin       11        0
hold buffers                                  0        0
gates resized                                15        0
setup buffers                                 1        0
-- report_power, final --
part	internal [mW]	switching, mW
combinational	0.0435	0.0277
sequential	0.549	0.00929
clock	0.291	0.175
Power is estimated from default activity; no workload was simulated.
